`/design/flow/run.sh`:
```
#!/bin/bash
# OpenROAD 26Q1-2900-gdf79404cd8, Yosys 0.63+post, stock flow scripts
make -C /OpenROAD-flow-scripts/flow DESIGN_CONFIG=/design/flow/config.mk WORK_HOME=/design/flow/orfs finish
```
`/design/flow/config.mk`:
```
export PLATFORM = sky130hd
export DESIGN_NAME = mac
export DESIGN_NICKNAME = mac
export VERILOG_FILES = /design/flow/design.v
export SDC_FILE = /design/flow/constraint.sdc
export NUM_CORES = 4
export LEC_CHECK = 1
export CORE_UTILIZATION = 30
```
`/design/flow/constraint.sdc`:
```
current_design mac

set clk_period 6.8
set clk_io_pct 0.2

create_clock -name clk0 -period $clk_period [get_ports {clk}]

set non_clock_inputs [all_inputs -no_clocks]
set_input_delay [expr $clk_period * $clk_io_pct] -clock clk0 $non_clock_inputs
set_output_delay [expr $clk_period * $clk_io_pct] -clock clk0 [all_outputs]
```
`/design/flow/design.v`:
```
`timescale 1ns/1ps
module mac(
    input signed [3:0] IN,W,  
    input clk, rstb,
    output reg signed [11:0] OUT  
);
reg signed [6:0] A;  
reg signed [10:0] B;  
reg [3:0] counter;
always @(posedge clk or negedge rstb) begin
    if(~rstb) begin
        counter = 0;
        OUT = 0;
        B = 0;
        A = 0;
    end else if(counter == 9) begin
        counter = 0;
        OUT = B;
        B = 0;
        A = IN*W;
    end else if(counter < 9) begin
        counter = counter + 1;
        A = IN*W;
        B = A+B;
    end else begin
        counter = 0;
        OUT = 0;
        B = 0;
        A = 0;
    end
end
endmodule
```
==> metrics.csv <==
stage,metric,value,unit
synth,number of cells in Yosys stat,182,
sta,final hold vios,0,
synth,Synth flops,26,
global_route,first-pass GRT wire length,5.53,mm
synth,Synth Area per Inst,10.4,sq um
synth,Yosys chip area,1900,sq um
synth,number of enable flip-flop cells,0,
worst_setup_path,CP peak stage delay,0.56,ns
final_layout,# fillers,590,
sta,unrepaired setup endpoints after global routing,no,
sta,hold slack,0.511,ns
place,Port Buffers,21,
power_and_ir_drop,pwr dens,426,nW/um^2
sta,Final setup viols,0,
floorplanning,Die X,81.5,microns
power_and_ir_drop,Tot Pwr,0.000957,W
global_route,largest net degree at the start of global routing,27,
sta,Worst Skew,0.00260,ns
worst_setup_path,"Slowest-stage cell, CP",fa_1,
clock_tree,cts bufs inserted,3,
clock_tree,CTS tree,done,
worst_setup_path,Critical Path AT,6.07,ns
floorplanning,I/O pin cnt,22,
flow_run,tool warnings,27,
final_layout,Synth-to-Final Area Change,18.3,%
sta,post-layout min period,5.88,ns
clock_tree,Sink Count,26,
worst_setup_path,critical path class,in2reg,
worst_setup_path,CP startpoint kind,primary input,
floorplanning,die height,81.5,microns
place,Placer Congestion,0.827,
floorplanning,Site Rows,28,
sta,Final WS setup,0.921,ns
routing,Inserted Diodes,0,
synth,ys async rst share,100,%
global_route,grt met1 use,17.1,%
place,pre-CTS setup slack,0.623,ns
outcome,status,completed,
global_route,routing usage on met3,0.225,%
floorplanning,Die ar.,6650,sq um
final_layout,share of layout cells above drive strength 1,4.90,%
worst_setup_path,crit-path most repeated cell,fa_1,
power_and_ir_drop,Static Leak,1.03,nW
place,# placed instances,275,
routing,vias per inst,4.54,
worst_setup_path,"critical path, cell by cell",clkdlybuf4s50_1 > nand2b_1 > fa_1 > fa_1 > fa_1 > inv_1 > ha_1 > a21o_1 > a21oi_1 > xor2_1 > xnor2_1 > ha_1 > o211ai_1 > or2_0 > o311ai_0 > or4_1 > mux2i_1,
worst_setup_path,CP Capture Type,register,
clock_tree,clk ins delay skew pair,0.26,ns
floorplanning,FP Core Util,31.5,%
global_route,Total GRT Usage,10.6,%
sta,Achievable Freq,170,MHz
routing,final wirelength,3.12,mm
synth,synthesized instance count,182,
routing,Via Count,1268,
final_layout,Layout Cells excl Fill,279,
worst_setup_path,Buf/Inv on CP,2,
clock_tree,Post-CTS Hold Fix Bufs,0,
clock_tree,post-CTS setup buffer count,0,
worst_setup_path,r2r setup slk,4.56,ns
flow_run,max cap viols,0,
synth,post-synth cell types,38,
sta,setup TNS,0,ns
synth,top_reg_cell synth,dfrtp_1,
clock_tree,post-cts sizing count,0,
global_route,vias in the first global route,1266,
global_route,GRT Max-Usage Layer,met1,
power_and_ir_drop,maximum vdd drop,0.178,mV
routing,wire per inst,11.2,microns
clock_tree,CTS max path bufs,2,
synth,Syn. warnings,1,
sta,crit share post-route,86.4,%
floorplanning,Core ar.,6030,sq um
worst_setup_path,CP required,6.99,ns
clock_tree,htree depth,1,
worst_setup_path,cell family with most CP delay,adder cells,
routing,drt first pass iters,4,
sta,Slew Limit Fails,0,
synth,Post-synth seq share,34.3,%
worst_hold_path,HP Class,reg2reg,
synth,"Cell Area, Synth",1900,sq um
clock_tree,Worst-path clk slew,0.08,ns
global_route,met2 Track Usage GR,16.8,%
sta,Rel. slew slack,64.8,%
global_route,initial antenna violation count,0,
routing,DRC,0,
place,hpwl dp,2.54,mm
worst_setup_path,worst-path maximum fanout,5,
global_route,total gr overflow,0,
sta,worst slew pin tran,0.527,ns
routing,Final ANT Viol Nets,0,
clock_tree,clk root buf,clkbuf_8,
routing,number of DRC markers in iteration 0,56,
==> area by class of cell <==
cell class,instances,area [sq um],share of cell area [%]
clock buffer,4,55.1,2.45
multi-input combinational,136,1170,52.0
timing repair buffer,22,218,9.69
sequential,26,651,29.0
tap,75,93.8,4.18
inverter,16,60.1,2.67
==> cells in the final DEF (no fill, tap or decap), drive strengths merged <==
cell	synthesis	final
o22ai	1	1
and2b	2	2
inv	16	16
a21boi	1	1
a22o	11	11
a32oi	1	1
nor2	17	17
nor3b	1	1
clkdlybuf4s50	0	21
o21a	2	2
nand3b	1	1
clkbuf	3	4
ha	22	22
and4b	1	1
o211ai	1	1
nor3	6	6
a21o	3	3
a211oi	2	2
mux2i	1	1
o21ai	4	4
a31oi	1	1
a21oi	5	5
and3b	2	2
or2	1	1
and2	12	12
xor2	5	5
or4	1	1
o211a	1	1
xnor2	9	9
nand2b	1	1
and3	1	1
dfrtp	26	26
o2111ai	1	1
fa	9	9
nand2	7	7
nor2b	1	1
o31ai	1	1
buf	1	1
o311ai	1	1
==> cell usage after synthesis (all sizes together) (4+ instances only) <==
cell type | number | area share (%)
o21ai | 4 | 1.1
nor3 | 6 | 1.6
ha | 22 | 15
fa | 9 | 9.5
inv | 16 | 3.2
xnor2 | 9 | 4.2
xor2 | 5 | 2.3
nor2 | 17 | 3.4
a22o | 11 | 5.1
nand2 | 7 | 1.4
dfrtp | 26 | 34
a21oi | 5 | 1.3
and2 | 12 | 4.0
==> metal layers <==
metal / part of all wire, % / wire (microns)
met2: 42 / 1300
met1: 55 / 1730
met5: 0 / 0
met3: 1.6 / 50
met4: 1.1 / 33
==> stage by stage <==
step                      util, %  instance area, sq um
after floorplan                 -                  1900
after global placement       36.4                  2190
after detailed placement     36.4                  2190
after CTS                    37.3                  2250
after global routing         37.3                  2250
final                        37.3                  2250
==> registers in the layout (all words and copies together) (netlist names) <==
signal / cells
B: 11
counter: 4
OUT: 11
==> report_power, final <==
part	switching, W	internal, W	leakage [nW]
registers	0.0000464	0.000230	0.307
clock network	0.0000431	0.0000516	0.0288
logic	0.000272	0.000315	0.695
total	0.000361	0.000596	1.03
==> kinds of logic (layout without fill, tap and decap cells) <==
| family | after synthesis | in the layout | synth area share (%) |
|---|---|---|---|
| compound gates | 36 | 36 | 14.9 |
| xor+xnor | 14 | 14 | 6.46 |
| fa+ha+maj | 31 | 31 | 24.0 |
| buf+inv | 20 | 42 | 4.15 |
| flops | 26 | 26 | 34.3 |
| mux | 1 | 1 | 0.527 |
| simple gates | 54 | 54 | 15.7 |
==> worst reg2reg max path, stage by stage (launching register included) <==
cell,delay [ns]
dfrtp_1,0.36
ha_1,0.17
inv_1,0.05
fa_1,0.36
and2b_2,0.27
o2111ai_4,0.14
and3_4,0.21
or4_1,0.49
mux2i_1,0.13
==> path summary, 6_finish.rpt <==
check / from / to / cells past startpoint
max: IN[0] / B[10] / 17
min: OUT[8] / OUT[8] / 1
max reg2reg: B[0] / B[10] / 8
min reg2reg: OUT[8] / OUT[8] / 1
max in group asynchronous: rstb / B[5] / 2
min in group asynchronous: rstb / OUT[10] / 2
Power figures rest on the tool's default switching activity, not on a simulated workload.
