[flow/design.v]
`timescale 1ps/1ps
module alu(
    input [7:0] a,b,
    input [2:0] F,
    output [7:0] Q,
    output Cout
);
    assign {Cout,Q} = (F == 3'b000) ? a+b :
        (F == 3'b001) ? a-b :
        (F == 3'b010) ? {1'bx,a|b} :
        (F == 3'b011) ? {1'bx,a&b} :
        (F == 3'b100) ? {1'bx,a^b} :
        (F == 3'b101) ? {1'bx,~a} :
        (F == 3'b110) ? {1'bx,a} << 1 :
        (F == 3'b111) ? a >> 1 : 0;
endmodule
[flow/run.sh]
#!/bin/bash
# OpenROAD 26Q1-2900-gdf79404cd8, Yosys 0.63+post, stock flow scripts
make -C /OpenROAD-flow-scripts/flow DESIGN_CONFIG=/design/flow/config.mk WORK_HOME=/design/flow/orfs finish
[flow/config.mk]
export PLATFORM = sky130hd
export DESIGN_NAME = alu
export DESIGN_NICKNAME = alu
export VERILOG_FILES = /design/flow/design.v
export SDC_FILE = /design/flow/constraint.sdc
export NUM_CORES = 4
export LEC_CHECK = 1
export CORE_AREA = 10 10 100 100
export DIE_AREA = 0 0 110 110
[flow/constraint.sdc]
current_design alu

set clk_period 4.2
set clk_io_pct 0.2

create_clock -name clk0 -period $clk_period

set non_clock_inputs [all_inputs -no_clocks]
set_input_delay [expr $clk_period * $clk_io_pct] -clock clk0 $non_clock_inputs
set_output_delay [expr $clk_period * $clk_io_pct] -clock clk0 [all_outputs]
==> CHANGELOG.md <==
## Implementation

- Status: finished, final reports clean
- Post-route DRC: 0
- Via count: 1604
- Die Y: 110 um
- Post-DP HPWL: 3.81 mm
- Fraction of layout cells with a size suffix above 1: 27.2%
- Slowest CP cell: or4_1
- Fmax achieved: 0.244 GHz
- Port Buffers: 28
- Flop area: 0 um^2
- Diodes inserted: 0
- Chip area: 12100 um^2
- Highest-count logic cell in the final layout: buf_4
- Crit path DRT: 3.36 ns
- Max transition margin: 76.6%
- Arrival time worst endpoint: 3.26 ns
- Syn avg cell area: 7.35 um^2
- Worst Tran Pin Value: 0.350 ns
- Post-synthesis cell area: 1430 um^2
- Fill cells: 839
- Yosys stat area: 1430 um^2
- Critical path, cell by cell: clkdlybuf4s50_1, inv_1, ha_1, or4_1, a221oi_2, nor4_1, or3_1, clkdlybuf4s50_1
- Drt wl/cell: 13.0 um
- Vias in the first global route: 1601
- Leakage: 0.980 nW
- Core utilization at floorplan: 18.3%
- Min-Delay Path Class: input pin to primary output
- Seq share, synth: 0%
- Core Rows: 32
- Drt first pass iters: 4
- Synth area leader: ha_1
- Crit. End Element: primary output
- Min Tclk post-route: 4.10 ns
- Gate Area: 1340 um^2
- Worst IR Drop VDD: 0.0000275 V
- RSZ-0062 raised after global routing: false
- Post-synthesis cell count: 194
- Setup Viol. Count Final: 0
- Biggest area cells: ha_1, inv_1, mux4_2, o21ai_0, a21oi_1
- Setup TNS after final layout: 0 ns
- Post-route setup slack: 0.104 ns
- Post-route ant nets: 0
- Final Hold Vio Count: 0
- Largest net degree at the start of global routing: 35
- Placed cell areas: 2070 um^2
- PD cells: 121 nW/um^2
- WHS Path Cells: 7
- Most numerous logic cells after layout: buf_4, inv_1, clkdlybuf4s50_1
- Grt ovf: 0
- MaxCap Viol Count: 0
- Top cell type's share of synthesized area: 21.1%
- IO Count: 28
- CP dominant cell by count: clkdlybuf4s50_1
- Hold_buf cts: 0
- Ys cells: 194
- Routability cong.: 0.902
- Post-route cell area: 2190 um^2
- Post-DR vias/cell: 4.51
- Antenna violations before repair: 0
- CP peak stage delay: 0.52 ns
- Worst Setup Path Type: input pin to primary output
- Layout area overhead: 53.5%
- Max Slew Vio Count: 0
- # clk buffers: 0
- Flop count: 0
- Cell Type Count: 52
- WHS Endpoint: Q[4]
- CP startpoint kind: input pin
- Die X: 110 um
- Final WL: 4.64 mm
- Core box area: 7810 um^2
- Gr usage total: 7.60%
- Dpl ws: -0.159 ns
- Tool Warnings: 48
- First-pass GRT wire length: 7.64 mm
- Ys Warns: 0
- Critical-path maximum fanout: 2
- Hold_sp: a[4]
- DRT iter0 DRCs: 57
- Fin crit share: 97.5%
[cells in the mapped netlist, drive strengths merged, types with 3 or more instances]
| library cell | n |
|---|---|
| clkbuf | 3 |
| a211oi | 3 |
| o211ai | 5 |
| ha | 24 |
| o31ai | 3 |
| nand3 | 5 |
| nor4 | 3 |
| a221oi | 4 |
| nand2b | 5 |
| nor2 | 16 |
| mux4 | 5 |
| mux2i | 3 |
| nand2 | 12 |
| buf | 7 |
| xnor2 | 5 |
| a21oi | 12 |
| o21ai | 18 |
| nor3 | 4 |
| inv | 26 |
[stage by stage]
stage          total power [mW]  utilization [%]  cells  hold slack, ns
2_1_floorplan             0.135                -    194            1.77
3_3_place_gp              0.247             26.5    352            2.84
3_5_place_dp              0.248             26.5    352            2.84
4_1_cts                   0.259             27.3    355            2.66
5_1_grt                   0.292             28.0    356            2.65
6_report                  0.265             28.0    356            2.56
[routing by layer]
layer  GRT usage [%]  vias up  share of wire [%]  routed length [um]
met5               0        -                  0                   0
met4           0.372        0                  0                   0
met3            1.12        0                4.9                 228
met2            12.8       21                 48                2240
met1            10.5      761                 47                2170
li1                -      822                  -                   -
[power breakdown]
group	internal, mW	leakage (nW)	total [mW]	switching (mW)
clock	0	0	0	0
combinational	0.145	0.980	0.265	0.120
sequential	0	0	0	0
[layout make-up]
type	count	share of cell area, %
Inverter	28	5.09
Multi-Input combinational cell	156	61.1
Timing Repair Buffer	70	28.0
Tap cell	102	5.83
[repair_timing]
action / 4_1_cts / 5_1_grt
resized: 11 / 10
setup endpoints to repair: 4 / 5
endpoints found under the hold margin: 0 / 0
pin swaps: 4 / 3
buffers inserted: 3 / 1
[critical path, delay by kind of cell]
kind	cells	cell delay, ns
buffers and inverters	3	0.99
and+or+nand+nor	3	0.95
AOI/OAI and AO/OA	1	0.25
adders and majority gates	1	0.22
[how the worst max path moves through the flow]
stage                 start    to  slack (ns)  depth (start not counted)
after CTS              a[1]  Q[5]       0.002                         11
after global routing   a[1]  Q[7]       0.005                         11
final                  b[6]  Q[7]        0.10                          8
[cell families after synthesis]
group,Yosys count,synth area share (%)
AOI/OAI and AO/OA,62,30.6
xor gates and xnor gates,7,4.30
adders and majority gates,26,23.9
buffers and inverters,38,12.2
muxes,10,12.1
and+or+nand+nor,51,16.9
Power and IR drop assume default switching activity.
