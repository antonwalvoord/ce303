### ./config.mk
export PLATFORM = sky130hd
export DESIGN_NAME = alu_conv
export DESIGN_NICKNAME = alu_conv
export VERILOG_FILES = /design/flow/design.v
export SDC_FILE = /design/flow/constraint.sdc
export NUM_CORES = 4
export LEC_CHECK = 1
export CORE_UTILIZATION = 30
### ./constraint.sdc
current_design alu_conv

set clk_period 4.7
set clk_io_pct 0.2

create_clock -name clk0 -period $clk_period

set non_clock_inputs [all_inputs -no_clocks]
set_input_delay [expr $clk_period * $clk_io_pct] -clock clk0 $non_clock_inputs
set_output_delay [expr $clk_period * $clk_io_pct] -clock clk0 [all_outputs]
### ./design.v
`timescale 1ns/10ps
module alu_conv(a0_mux, a1_mux, a_sel, b, sel, ctrl, out);	
	input  	[7:0] a0_mux;
	input  	[7:0] a1_mux;
	input         a_sel;
	input  	[7:0] b;
	input  	[2:0] ctrl;
	input  	      sel;
	output  [7:0] out;
	wire		[7:0] a;
	wire 		[7:0] out_add;
	wire 		[7:0] out_sub;
	wire 		[7:0] out_lsl;
	wire 		[7:0] out_lsr;
	wire 		[7:0] out_cmp;
	wire 		[7:0] out_xor;
	wire 		[7:0] out_mux;
	wire		[7:0] out_tbd;
	mux2_n muxGroup_input(
			.a 	 (a0_mux),
			.b	 (a1_mux),
			.sel	 (a_sel),
			.out     (a)
			);
	alu_main alu(
			.a  	 (a),
			.b 	 (b),
			.out_add (out_add),
			.out_sub (out_sub),
			.out_lsl (out_lsl),
			.out_lsr (out_lsr),
			.out_cmp (out_cmp),
			.out_xor (out_xor),
			.out_mux (out_mux),
			.out_tbd (out_tbd)
			);
	mux8_n muxGroup_ouput(
			.a	 (out_add),
			.b	 (out_sub),
			.c	 (out_lsl),
			.d	 (out_lsr),
			.e	 (out_cmp),
			.f	 (out_xor),
			.g	 (out_mux),
			.h	 (out_tbd),
			.sel     (ctrl),
			.out     (out)
			);
endmodule 
module add(a, b, out);
	input  [7:0] a;
	input  [7:0] b;
	output [7:0] out;
	assign out = a + b;
endmodule
module sub(a, b, out);
	input  [7:0] a;
	input  [7:0] b;
	output [7:0] out;
	assign out = a - b;
endmodule
module lsl(
    input  [7:0] a,
    input  [7:0] b,
    output [7:0] out
    );
    assign out = a << b;
endmodule
module lsr(
    input  [7:0] a,
    input  [7:0] b,
    output [7:0] out
    );
    assign out = a >> b;
endmodule
module cmp(
	input  [7:0] a,	
	input  [7:0] b,
	output [7:0] out
);
	assign out = (a >= b) ? 0:1;	
endmodule
module xor_n(a, b, out);
	parameter n = 8;
	input  [n-1:0] a;
	input  [n-1:0] b;
	output [n-1:0] out;
	assign out = a ^ b;
endmodule
module mux2_n(a, b, sel, out);
	parameter n = 8;
	input  [n-1:0] a;
	input  [n-1:0] b;
	input          sel;
	output [n-1:0] out;
	assign out = (sel == 0) ? a : b;
endmodule
module alu_main(a, b, out_add, out_sub, out_lsl, out_lsr, out_cmp, out_xor, out_mux, out_tbd);
	input  [7:0] a;
	input  [7:0] b;
	output [7:0] out_add;
	output [7:0] out_sub;
	output [7:0] out_lsl;
	output [7:0] out_lsr;
	output [7:0] out_cmp;
	output [7:0] out_xor;
	output [7:0] out_mux;
	output [7:0] out_tbd;
	add add_1(
			.a   (a),
			.b   (b),
			.out (out_add)
			);
	sub sub_1(
			.a   (a),
			.b   (b),
			.out (out_sub)
			);
	lsl lsl_1(
			.a   (a),
			.b   (b),
			.out (out_lsl)
			);
	lsr lsr_1(
			.a   (a),
			.b   (b),
			.out (out_lsr)
			);
	cmp cmp_1(
			.a   (a),
			.b   (b),
			.out (out_cmp)
			); 
	xor_n#(8) xor_n_1(
			.a   (a),
			.b   (b),
			.out (out_xor)
			); 
	mux2_n#(8) mux_n_1(
			.a   (a),
			.b   (b),
			.sel (sel),
			.out (out_mux)
			);	
endmodule 
module mux8_n(a, b, c,d ,e, f, g, h, sel, out);
	parameter n = 8;
	input  [n-1:0] a;
	input  [n-1:0] b;
	input  [n-1:0] c;
	input  [n-1:0] d;
	input  [n-1:0] e;
	input  [n-1:0] f;
	input  [n-1:0] g;
	input  [n-1:0] h;
	input  [2:0]   sel;
	output [n-1:0] out;
	wire        [7:0] mux_out_1_1;
	wire        [7:0] mux_out_1_2;
	wire        [7:0] mux_out_1_3;
	wire        [7:0] mux_out_1_4;
	wire        [7:0] mux_out_2_1;
	wire        [7:0] mux_out_2_2;
	wire        [7:0] mux_out_3_1;
	mux2_n mux_1_1(
	.a   (a),
	.b   (b),
	.sel (sel[0]),
	.out (mux_out_1_1)
	);
	mux2_n mux_1_2(
	.a   (c),
	.b   (d),
	.sel (sel[0]),
	.out (mux_out_1_2)
	);
	mux2_n mux_1_3(
	.a   (e),
	.b   (f),
	.sel (sel[0]),
	.out (mux_out_1_3)
	);
	mux2_n mux_1_4(
	.a   (g),
	.b   (h),
	.sel (sel[0]),
	.out (mux_out_1_4)
	);
	mux2_n mux_2_1(
	.a   (mux_out_1_1),
	.b   (mux_out_1_2),
	.sel (sel[1]),
	.out (mux_out_2_1)
	);
	mux2_n mux_2_2(
	.a   (mux_out_1_3),
	.b   (mux_out_1_4),
	.sel (sel[1]),
	.out (mux_out_2_2)
	);
	mux2_n mux_3_1(
	.a   (mux_out_2_1),
	.b   (mux_out_2_2),
	.sel (sel[2]),
	.out (out)
	);
endmodule
### ./run.sh
#!/bin/bash
# OpenROAD 26Q1-2900-gdf79404cd8, Yosys 0.63+post, stock flow scripts
make -C /OpenROAD-flow-scripts/flow DESIGN_CONFIG=/design/flow/config.mk WORK_HOME=/design/flow/orfs finish
==> impl_metrics.py <==
# Auto-generated metrics
metrics = {
    "routing": {
        "wl_per_cell_um": 15.0,
        "wirelength_um": 5690,
        "vias_per_cell": 5.52,
        "drtAntennaViolNets": 0,
        "drc": 0,
        "dr.pass1.iters": 4,
        "antenna_cells": 0,
        "via_count": 2093,
        "first_iter_violations": 101,
    },
    "die": {
        "io_pins": 37,
        "chipArea_um2": 6350,
        "die_y_um": 79.7,
        "fp.dieW_um": 79.7,
        "core_area_um2": 5680,
        "row_count": 27,
        "fp_util_pct": 31.9,
    },
    "finish": {
        "nClkBuffers": 0,
        "nFillCells": 537,
        "area_delta_synth_final_pct": 49.0,
        "comb_area_um2": 1750,
        "drive_gt1_share_pct": 29.0,
        "finalInstanceArea_um2": 2700,
        "seq_area_um2": 0,
        "seq_cells": 0,
    },
    "clocking": {
        "ctsHoldBuffers": 0,
    },
    "timing": {
        "setup_slack_ns": 0.178,
        "rsz0062_at_grt": "false",
        "slew_headroom_pct": 76.0,
        "fin_crit_sh_pct": 96.2,
        "tns_ns": 0,
        "fmax_mhz": 221,
        "tightest_slew_ns": 0.358,
        "period_minus_slack_ns": 4.52,
        "finalMaxSlewViolations": 0,
        "finalHoldViolCount": 0,
        "finalSetupViolations": 0,
    },
    "critical_path": {
        "worstPathRequired_ns": 3.76,
        "slowest_stage": "clkdlybuf4s50_1",
        "crit_type": "in -> out",
        "path_cells": "dlygate4sd2_1 > buf_6 > mux2_2 > ha_2 > nor3_2 > o21ai_1 > a31o_2 > a211oi_4 > mux2i_1 > o21ai_1 > clkdlybuf4s50_1",
        "cp-end-kind": "output pin",
        "cp_slowest_stage_delay_ns": 0.47,
        "start_kind": "primary input",
        "cpMostUsedCell": "o21ai_1",
        "cp_max_fo": 7,
        "crit_family": "buffers and inverters",
        "critical_path_buf_inv_count": 3,
        "crit_arrival_ns": 3.58,
    },
    "hold_path": {
        "hp-class": "in -> out",
        "min_to": "out[4]",
        "hp-start": "ctrl[1]",
        "min_path_cells": 4,
    },
    "flow_run": {
        "cap_violations": 0,
        "tool_warnings": 40,
    },
    "place": {
        "dp_hpwl_um": 4540,
        "placed_area_um2": 2550,
        "port_buffers": 36,
        "place_ws_ns": -0.312,
        "place_congestion": 0.952,
    },
    "global_route": {
        "grt_max_degree": 27,
        "grt_first_pass_wirelength_um": 9280,
        "grt_pass1_vias": 1946,
        "grt_overflow_total": 0,
        "track_usage_pct": 18.8,
        "antenna_found_initial": 0,
    },
    "synthesis": {
        "yosys_warnings": 10,
        "yosysChipArea_um2": 1810,
        "avgSynthCellArea_um2": 7.67,
        "top_area_share_pct": 10.4,
        "yosysUniqueCellTypes": 54,
        "synthCells": 236,
        "yosysTopAreaCell": "ha_1",
        "topCellsByArea": "ha_1, mux4_1, mux2i_1",
        "synth.cell_area_um2": 1810,
        "ys_cells": 236,
        "synth_seq_share_pct": 0,
    },
    "power_and_ir_drop": {
        "p_leak_nw": 1.14,
        "p_per_area_nw_per_um2": 115,
        "ir_worst_vdd_uv": 45.0,
    },
    "status": {
        "status": "finished clean",
    },
}
-- placed cells by master (no fill, tap or decap), drive strengths merged, types with 3 or more instances in the layout --
master	netlist	layout
o31ai	6	6
buf	7	54
clkdlybuf4s50	0	31
nor2b	7	7
nand2b	3	3
o2111ai	3	3
ha	15	15
o211ai	4	4
a21oi	19	19
nor4	3	3
nor2	14	14
mux4	12	12
dlygate4sd2	0	3
nand3	8	8
mux2	8	8
mux2i	14	14
a211oi	4	4
nor3	7	7
nor3b	4	4
nand2	14	14
o21bai	3	3
inv	16	16
o21ai	17	17
-- worst min-delay path, stage by stage --
cell and delay [ns]:
clkdlybuf4s50_1 0.41, buf_4 0.21, o211ai_1 0.18, dlymetal6s2s_1 0.09
-- worst max-delay path by stage --
stage | cells after the start | startpoint | end
after global routing | 15 | a_sel | out[3]
final | 11 | a_sel | out[7]
after CTS | 13 | a0_mux[0] | out[4]
-- stage by stage --
step / instances / utilization (%) / hold slack [ns] / power (W)
after floorplan: 236 / - / 2.02 / 0.000157
after global placement: 377 / 45.0 / 3.05 / 0.000286
after detailed placement: 377 / 45.0 / 3.06 / 0.000287
after CTS: 378 / 46.5 / 2.93 / 0.000300
after global routing: 379 / 47.5 / 2.85 / 0.000341
final: 379 / 47.5 / 2.77 / 0.000311
-- timing repair --
action                     in CTS  in global routing
setup buffers                   1                  1
pin swaps                      10                  4
setup endpoints to repair       6                  3
resized                        24                 12
-- cell usage after synthesis, drive strengths merged, types with 2 or more instances --
master / n
and3: 2
a211oi: 4
inv: 16
mux2: 8
nor2b: 7
o31ai: 6
mux4: 12
mux2i: 14
clkinv: 2
a2111oi: 2
nand2b: 3
clkbuf: 12
a31o: 2
ha: 15
nor4: 3
o21bai: 3
o21ai: 17
nand3: 8
a21oi: 19
nor3b: 4
o211ai: 4
a32o: 2
buf: 7
a31oi: 2
nor3: 7
a21o: 2
fa: 2
o32a: 2
o2111ai: 3
a41oi: 2
nor2: 14
nand2: 14
-- cell families after synthesis --
kind of cell	Yosys count	share of synthesized area (%)
AND/OR/NAND/NOR	67	18.8
adder cells (fa/ha/maj)	17	12.6
XOR/XNOR	2	0.968
AND-OR/OR-AND	79	29.4
buffers and inverters	37	9.19
multiplexers	34	29.1
-- per-layer routing --
metal	part of all wire [%]	track usage, %	up-vias	routed length, um
met1	49	29.4	972	2770
met3	4.8	0.696	0	275
met4	0	1.45	0	0
li1	-	-	1064	-
met2	46	30.2	57	2640
met5	0	0	-	0
-- where the power goes --
group          switching [W]  internal (W)
sequential                 0             0
clock                      0             0
combinational       0.000140      0.000171
-- final cells by class --
type	instances	share of cell area (%)
well taps	72	3.34
multi-input cells	199	65.0
repair buffers	90	29.2
inverters	18	2.50
No activity file was given, so power comes from the tool's default toggle rates.
